===== /design/flow/run.sh =====
#!/bin/bash
# OpenROAD 26Q1-2900-gdf79404cd8, Yosys 0.63+post, stock flow scripts
make -C /OpenROAD-flow-scripts/flow DESIGN_CONFIG=/design/flow/config.mk WORK_HOME=/design/flow/orfs finish

===== /design/flow/config.mk =====
export PLATFORM = sky130hd
export DESIGN_NAME = ahb_to_apb
export DESIGN_NICKNAME = ahb_to_apb
export VERILOG_FILES = /design/flow/design.v
export SDC_FILE = /design/flow/constraint.sdc
export NUM_CORES = 4
export LEC_CHECK = 1
export CORE_UTILIZATION = 30

===== /design/flow/constraint.sdc =====
current_design ahb_to_apb

set clk_period 4.3
set clk_io_pct 0.2

create_clock -name clk0 -period $clk_period [get_ports {HCLK}]

set non_clock_inputs [all_inputs -no_clocks]
set_input_delay [expr $clk_period * $clk_io_pct] -clock clk0 $non_clock_inputs
set_output_delay [expr $clk_period * $clk_io_pct] -clock clk0 [all_outputs]

===== /design/flow/design.v =====
module ahb_to_apb #(
  parameter     ADDRWIDTH = 16,
  parameter     REGISTER_RDATA = 1,
  parameter     REGISTER_WDATA = 0)
 (
  input  wire                 HCLK,       
  input  wire                 HRESETn,    
  input  wire                 PCLKEN,     
  input  wire                 HSEL,       
  input  wire [ADDRWIDTH-1:0] HADDR,      
  input  wire           [1:0] HTRANS,     
  input  wire           [2:0] HSIZE,      
  input  wire           [3:0] HPROT,      
  input  wire                 HWRITE,     
  input  wire                 HREADY,     
  input  wire          [31:0] HWDATA,     
  output reg                  HREADYOUT,  
  output wire          [31:0] HRDATA,     
  output wire                 HRESP,      
  output wire [ADDRWIDTH-1:0] PADDR,      
  output wire                 PENABLE,    
  output wire                 PWRITE,     
  output wire           [3:0] PSTRB,      
  output wire           [2:0] PPROT,      
  output wire          [31:0] PWDATA,     
  output wire                 PSEL,       
  output wire                 APBACTIVE,  
  input  wire          [31:0] PRDATA,     
  input  wire                 PREADY,     
  input  wire                 PSLVERR);   
  reg  [ADDRWIDTH-3:0]   addr_reg;     
  reg                    wr_reg;       
  reg            [2:0]   state_reg;    
  reg            [3:0]   pstrb_reg;    
  wire           [3:0]   pstrb_nxt;    
  reg            [1:0]   pprot_reg;    
  wire           [1:0]   pprot_nxt;    
  wire                   apb_select;    
  wire                   apb_tran_end;  
  reg            [2:0]   next_state;    
  reg           [31:0]   rwdata_reg;    
  wire                   reg_rdata_cfg;  
  wire                   reg_wdata_cfg;  
  reg                    sample_wdata_reg;  
   localparam ST_BITS = 3;
   localparam [ST_BITS-1:0] ST_IDLE      = 3'b000;  
   localparam [ST_BITS-1:0] ST_APB_WAIT  = 3'b001;  
   localparam [ST_BITS-1:0] ST_APB_TRNF  = 3'b010;  
   localparam [ST_BITS-1:0] ST_APB_TRNF2 = 3'b011;  
   localparam [ST_BITS-1:0] ST_APB_ENDOK = 3'b100;  
   localparam [ST_BITS-1:0] ST_APB_ERR1  = 3'b101;  
   localparam [ST_BITS-1:0] ST_APB_ERR2  = 3'b110;  
   localparam [ST_BITS-1:0] ST_ILLEGAL   = 3'b111;  
  assign reg_rdata_cfg = (REGISTER_RDATA==0) ? 1'b0 : 1'b1;
  assign reg_wdata_cfg = (REGISTER_WDATA==0) ? 1'b0 : 1'b1;
  assign apb_select = HSEL & HTRANS[1] & HREADY;
  assign apb_tran_end = (state_reg==3'b011) & PREADY;
  assign pprot_nxt[0] =  HPROT[1];   
  assign pprot_nxt[1] = ~HPROT[0];   
  assign pstrb_nxt[0] = HWRITE & ((HSIZE[1])|((HSIZE[0])&(~HADDR[1]))|(HADDR[1:0]==2'b00));
  assign pstrb_nxt[1] = HWRITE & ((HSIZE[1])|((HSIZE[0])&(~HADDR[1]))|(HADDR[1:0]==2'b01));
  assign pstrb_nxt[2] = HWRITE & ((HSIZE[1])|((HSIZE[0])&( HADDR[1]))|(HADDR[1:0]==2'b10));
  assign pstrb_nxt[3] = HWRITE & ((HSIZE[1])|((HSIZE[0])&( HADDR[1]))|(HADDR[1:0]==2'b11));
  always @(posedge HCLK or negedge HRESETn)
  begin
  if (~HRESETn)
    begin
    addr_reg  <= {(ADDRWIDTH-2){1'b0}};
    wr_reg    <= 1'b0;
    pprot_reg <= {2{1'b0}};
    pstrb_reg <= {4{1'b0}};
    end
  else if (apb_select)  
    begin
    addr_reg  <= HADDR[ADDRWIDTH-1:2];
    wr_reg    <= HWRITE;
    pprot_reg <= pprot_nxt;
    pstrb_reg <= pstrb_nxt;
    end
  end
  wire sample_wdata_set = apb_select & HWRITE & reg_wdata_cfg;
  wire sample_wdata_clr = sample_wdata_reg & PCLKEN;
  always @(posedge HCLK or negedge HRESETn)
  begin
  if (~HRESETn)
    sample_wdata_reg <= 1'b0;
  else if (sample_wdata_set | sample_wdata_clr)
    sample_wdata_reg <= sample_wdata_set;
  end
  always @(state_reg or PREADY or PSLVERR or apb_select or reg_rdata_cfg or
           PCLKEN or reg_wdata_cfg or HWRITE)
    begin
    case (state_reg)
     ST_IDLE :
     begin
        if (PCLKEN & apb_select & ~(reg_wdata_cfg & HWRITE))
           next_state = ST_APB_TRNF;  
        else if (apb_select)
           next_state = ST_APB_WAIT;  
        else
           next_state = ST_IDLE;  
     end
     ST_APB_WAIT :
     begin
        if (PCLKEN)
           next_state = ST_APB_TRNF;  
        else
           next_state = ST_APB_WAIT;  
     end
     ST_APB_TRNF :
     begin
        if (PCLKEN)
           next_state = ST_APB_TRNF2;    
        else
           next_state = ST_APB_TRNF;    
     end
     ST_APB_TRNF2 :
     begin
        if (PREADY & PSLVERR & PCLKEN)  
           next_state = ST_APB_ERR1;  
        else if (PREADY & (~PSLVERR) & PCLKEN)  
        begin
           if (reg_rdata_cfg)
              next_state = ST_APB_ENDOK;  
           else
              next_state = {2'b00, apb_select};  
        end
        else  
           next_state = ST_APB_TRNF2;  
     end
     ST_APB_ENDOK :
     begin
         if (PCLKEN & apb_select & ~(reg_wdata_cfg & HWRITE))
            next_state = ST_APB_TRNF;  
         else if (apb_select)
            next_state = ST_APB_WAIT;  
         else
            next_state = ST_IDLE;  
     end
     ST_APB_ERR1 : next_state = ST_APB_ERR2;  
     ST_APB_ERR2 :
     begin
        if (PCLKEN & apb_select & ~(reg_wdata_cfg & HWRITE))
           next_state = ST_APB_TRNF;  
        else if (apb_select)
           next_state = ST_APB_WAIT;  
        else
           next_state = ST_IDLE;  
     end
     default :  
            next_state = 3'bxxx;  
    endcase
    end
  always @(posedge HCLK or negedge HRESETn)
  begin
  if (~HRESETn)
    state_reg <= 3'b000;
  else
    state_reg <= next_state;
  end
  always @(posedge HCLK or negedge HRESETn)
  begin
  if (~HRESETn)
    rwdata_reg <= {32{1'b0}};
  else
    if (sample_wdata_reg & reg_wdata_cfg & PCLKEN)
      rwdata_reg <= HWDATA;
    else if (apb_tran_end & reg_rdata_cfg & PCLKEN)
      rwdata_reg <= PRDATA;
  end
  assign PADDR   = {addr_reg, 2'b00};  
  assign PWRITE  = wr_reg;             
  assign PWDATA  = (reg_wdata_cfg) ? rwdata_reg : HWDATA;
  assign PSEL    = (state_reg==ST_APB_TRNF) | (state_reg==ST_APB_TRNF2);
  assign PENABLE = (state_reg==ST_APB_TRNF2);
  assign PPROT   = {pprot_reg[1], 1'b0, pprot_reg[0]};
  assign PSTRB   = pstrb_reg[3:0];
  always @(state_reg or reg_rdata_cfg or PREADY or PSLVERR or PCLKEN)
  begin
    case (state_reg)
      ST_IDLE      : HREADYOUT = 1'b1;  
      ST_APB_WAIT  : HREADYOUT = 1'b0;  
      ST_APB_TRNF  : HREADYOUT = 1'b0;  
      ST_APB_TRNF2 : HREADYOUT = (~reg_rdata_cfg) & PREADY & (~PSLVERR) & PCLKEN;
      ST_APB_ENDOK : HREADYOUT = reg_rdata_cfg;  
      ST_APB_ERR1  : HREADYOUT = 1'b0;  
      ST_APB_ERR2  : HREADYOUT = 1'b1;  
      default: HREADYOUT = 1'bx;  
    endcase
  end
  assign HRDATA = (reg_rdata_cfg) ? rwdata_reg : PRDATA;
  assign HRESP  = (state_reg==ST_APB_ERR1) | (state_reg==ST_APB_ERR2);
  assign APBACTIVE = (HSEL & HTRANS[1]) | (|state_reg);
endmodule

==> run summary <==
Physical implementation.

- For this run, the final setup violation count is recorded as 0.
- The final standard cell utilization of the core is 0.461.
- In this build the clock could be raised as far as 328 MHz.
- The die span in x is 93.2 µm.
- The buffering stage count on the worst path with inverters included is 2.
- The synthesized netlist has a Yosys-reported chip area of 2490 µm².
- The final weighted congestion in routability-driven placement is 0.765.
- The largest voltage drop on the vdd net is 0.223 mV.
- The DRC violation total left in the routed layout is recorded as 0.
- The number of global-route vias before repair was 1695.
- The flow measured a signed area growth from synthesis to layout of 45.8%.
- In the power breakdown, the internal column shows 1.46 mW.
- The number of buffers created by CTS is 5.
- The total length of routed wires is 4960 µm.
- The placement report lists the number of port buffers as 118.
- The global routing usage summed across all routing layers is 0.118.
- Post-CTS repair changed the size of 0 cells.
- Detailed placement ended at an HPWL of 3640 µm.
- The number of placed I/O pins is 190.
- The critical path goes through clkdlybuf4s50_1 > a2111o_1 > clkdlybuf4s50_1.
- The share of total power dissipated in the clock network is 0.180.
- No sink is reached through more buffers than the 2 on the longest clock path.
- The region available for standard cell placement spans 7890 µm².
- The floorplan core density is 0.316.
- The critical path arrival is 2190 ps.
- Per the summary, power density relative to cell area is 514 nW/µm².
- The number of violations of the max-capacitance limit is 0.
- The simple-gate portion of the synthesized area is 0.0542.
- In the final layout, the share of cells above drive strength 1 is 0.225.
- The latest clock arrival within the worst-skew pair is 300 ps.
- The classification of the worst setup path is in2out.
- The post-synthesis mux area share is 0.212.
- The number of warnings issued by yosys is 1.
- By area, the combinational part of the netlist is dominated by multiplexers.
- The post-detailed-route via-to-cell ratio is 4.37.
- In the final report, the number of hold violations comes to 0.
- The clock tree root driver cell is sky130_fd_sc_hd__clkbuf_8.
- The fraction of the mapped netlist area in compound gates is 0.0392.
- The antenna cell count is 0.
- The total clock sinks is 56.
- The die height is 93.2 µm.
- The post-synth register bit count is 56.
- The classification of the worst-slack hold path is in2async.
- The synthesized netlist cell count is 185.
- The proportion of synthesized chip area in sequential cells is 0.562.
- The number of optimization iterations in the first detailed-route pass is 3.
- The run finished with clean final reports.
- The slowest cell on the critical path is sky130_fd_sc_hd__clkdlybuf4s50_1.
- STA classifies the critical path startpoint as a primary input.
- The post-route clock period utilization is 0.710.
- The worst setup skew after layout is 6.86 ps.
- Looking at the clock tree report, the H-tree level count equals 2.
- The summed negative setup slack over all endpoints is 0 ps.
- The synthesis report names the predominant flop master as sky130_fd_sc_hd__dfrtp_1.
- The clock period minus final worst setup slack is 3050 ps.
- In this run the power spent charging and discharging nets is 410 µW.
- The sequential cell fraction of total power is 0.445.
- The adder-cell area share of the yosys netlist is 0.
- After layout, the design draws a total of 1.87 mW.
- The tool warning count for the run is 29.
- The register with the most flip-flops in the layout has 32 of them.
- Each instance of the synthesized netlist takes up on average 13.5 µm².
- The chip occupies 8680 µm².
- Setup repair after global routing left no endpoint under its margin.
- The violation count after the first detailed-route iteration is 23.
- The first global-routing pass estimated 7920 µm of wire.
- The share of total power dissipated in combinational logic is 0.374.
- The kind of capture point of the worst setup path is an output pin.
- The CTS tree is built.
- The synthesized netlist was found by Yosys to have 185 cells.
- The library cell appearing most often on the critical path is sky130_fd_sc_hd__clkdlybuf4s50_1.
- The total overflow reported by the global router is 0.
- The fraction of synthesis flops using an asynchronous set or reset pin is 1.00.
- The number of max-slew violations in the final report is 0.
- The post-synthesis share of cell area spent on xor and xnor gates is 0.00351.
- Dividing the detail-routed wire length by the instance count gives 13.2 µm.
- The slew at the pin closest to its max-slew limit is 669 ps.
- The max-slew check reports its worst relative slack as 0.553.
- The fraction of power spent switching nets is 0.219.
- The leakage power figure is 1.50 nW.
- The maximum net fanout on the critical path is 4.
- The count of cell types in the netlist is 29.
- The cts-stage hold buffer count is 0.
- Per the repair_timing log after CTS, setup buffers inserted total 0.
- The kind of cell with the highest combined delay along the critical path is buffers and inverters.
- The remaining antenna violation count after routing is 0.
- Entering global routing, the biggest net connects 44 pins.
- The floorplan has 32 rows.
- The total via count in the routed design is 1649.
- The highest cell delay on the worst timing path is 470 ps.
- The number of enable-type register cells in the synthesized netlist is 0.
- In the CTS report, the clock slew at the register clock pins of the worst setup and hold paths is listed as 100 ps.
- The required time of the worst setup path is 3440 ps.
- The cell area after technology mapping is 2490 µm².
- The number of antenna violations at the first check in global routing was 0.
==> per-stage QoR <==
step	cells	hold WS, ps	area (µm²)	setup slack, ps
3_5_place_dp	369	470	3530	1260
3_3_place_gp	369	466	3530	1250
2_1_floorplan	187	423	2500	2230
6_report	377	426	3630	1250
5_1_grt	377	427	3630	1200
4_1_cts	377	419	3630	1250
==> layer usage <==
layer  part of all wire  track usage
met5                  0            0
met4             0.0083       0.0167
met3              0.096       0.0389
met2               0.48        0.195
met1               0.41        0.158
==> cell usage after synthesis, types with 2 or more instances <==
cell                      number  area, µm²
sky130_fd_sc_hd__a21oi_1       4       20.0
sky130_fd_sc_hd__nand2_1       7       26.3
sky130_fd_sc_hd__or2_2         2       12.5
sky130_fd_sc_hd__mux2_2       47        529
sky130_fd_sc_hd__nor2_1        3       11.3
sky130_fd_sc_hd__buf_4        36        270
sky130_fd_sc_hd__o21ai_0       5       25.0
sky130_fd_sc_hd__nor2b_1       2       12.5
sky130_fd_sc_hd__dfrtp_1      56       1400
sky130_fd_sc_hd__and2_1        2       12.5
sky130_fd_sc_hd__buf_6         3       33.8
==> area by class of cell <==
type / count / area, µm²
multi-input cells: 89 / 782
repair buffers: 121 / 1210
flip-flops and latches: 56 / 1400
inverters: 1 / 3.75
clock inverters: 2 / 35.0
fillers: 718 / 4250
clock buffers: 6 / 72.6
well taps: 102 / 128
==> worst paths after layout <==
check / start / cells past startpoint / slack (ps) / end
max: HSEL / 3 / 1250 / APBACTIVE
min: HRESETn / 1 / 430 / rwdata_reg[27]$_DFFE_PN0P_
max reg2reg: state_reg[0]$_DFF_PN0_ / 4 / 2270 / rwdata_reg[15]$_DFFE_PN0P_
min reg2reg: pstrb_reg[1]$_DFFE_PN0N_ / 2 / 490 / pstrb_reg[1]$_DFFE_PN0N_
max in group asynchronous: HRESETn / 2 / 3030 / addr_reg[0]$_DFFE_PN0N_
min in group clk0: pstrb_reg[1]$_DFFE_PN0N_ / 2 / 490 / pstrb_reg[1]$_DFFE_PN0N_
==> logic make-up after synthesis <==
kind of cell / count (synthesis)
compound gates: 15
xor+xnor: 1
buf+inv: 42
flops: 56
mux: 47
other cells: 1
simple gates: 23
==> power groups by stage <==
stage | clock network, mW | registers, mW | logic, mW
CTS | 0.358 | 0.835 | 0.718
global route | 0.375 | 0.862 | 0.768
finish | 0.337 | 0.832 | 0.699
==> cell usage in the layout, fill, tap and decap left out, drive strengths merged, types with 3 or more instances in the layout <==
cell | synthesis | layout
a21oi | 4 | 4
buf | 40 | 4
clkbuf | 1 | 6
clkdlybuf4s50 | 0 | 117
conb | 1 | 3
dfrtp | 56 | 56
mux2 | 47 | 47
nand2 | 7 | 7
nor2 | 3 | 3
o21ai | 5 | 5
Power figures rest on the tool's default switching activity, not on a simulated workload.
